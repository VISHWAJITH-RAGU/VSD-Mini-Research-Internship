<file path="run.sh">
#!/bin/bash
# OpenROAD 26Q1-2900-gdf79404cd8, Yosys 0.63+post, stock flow scripts
make -C /OpenROAD-flow-scripts/flow DESIGN_CONFIG=/design/flow/config.mk WORK_HOME=/design/flow/orfs finish
</file>
<file path="config.mk">
export PLATFORM = sky130hd
export DESIGN_NAME = vjith_rv32i
export DESIGN_NICKNAME = vjith_rv32i
export VERILOG_FILES = /design/flow/design.v
export SDC_FILE = /design/flow/constraint.sdc
export NUM_CORES = 4
export LEC_CHECK = 1
export CORE_UTILIZATION = 40
</file>
<file path="constraint.sdc">
current_design vjith_rv32i

set clk_period 15.3
set clk_io_pct 0.2

create_clock -name clk0 -period $clk_period [get_ports {RN}]
create_clock -name clk1 -period $clk_period [get_ports {clk}]

set non_clock_inputs [all_inputs -no_clocks]
set_input_delay [expr $clk_period * $clk_io_pct] -clock clk0 $non_clock_inputs
set_output_delay [expr $clk_period * $clk_io_pct] -clock clk0 [all_outputs]
</file>
<file path="design.v">
module vjith_rv32i(clk,RN,NPC,WB_OUT);
input clk;
input RN;
integer k;
wire  EX_MEM_COND ;
reg 
BR_EN;
reg[31:0] 
IF_ID_IR,
IF_ID_NPC;                                
reg[31:0] 
ID_EX_A,
ID_EX_B,
ID_EX_RD,
ID_EX_IMMEDIATE,
ID_EX_IR,ID_EX_NPC;      
reg[31:0] 
EX_MEM_ALUOUT,
EX_MEM_B,EX_MEM_IR;                        
parameter 
ADD=3'd0,
SUB=3'd1,
AND=3'd2,
OR=3'd3,
XOR=3'd4,
SLT=3'd5,
ADDI=3'd0,
SUBI=3'd1,
ANDI=3'd2,
ORI=3'd3,
XORI=3'd4,
LW=3'd0,
SW=3'd1,
BEQ=3'd0,
BNE=3'd1,
SLL=3'd0,
SRL=3'd1;
parameter 
AR_TYPE=7'd0,
M_TYPE=7'd1,
BR_TYPE=7'd2,
SH_TYPE=7'd3;
reg[31:0] 
MEM_WB_IR,
MEM_WB_ALUOUT,
MEM_WB_LDM;                      
output reg [31:0]WB_OUT,NPC;
reg [31:0]REG[0:31];                                               
reg [31:0]MEM[0:31];                                             
reg [31:0]DM[0:31];   
always @(posedge clk or posedge RN) begin
    if(RN) begin
    NPC<= 32'd0;
    BR_EN<= 1'd0; 
    REG[0] <= 32'h00000000;
    REG[1] <= 32'd1;
    REG[2] <= 32'd2;
    REG[3] <= 32'd3;
    REG[4] <= 32'd4;
    REG[5] <= 32'd5;
    REG[6] <= 32'd6;
    end
    else begin
    NPC <= BR_EN ? EX_MEM_ALUOUT : NPC +32'd1;
    BR_EN <= 1'd0;
    IF_ID_IR <=MEM[NPC];
    IF_ID_NPC <=NPC+32'd1;
    end
end
always @(posedge RN) begin
MEM[0] <= 32'h02208300;          
MEM[1] <= 32'h02209380;          
MEM[2] <= 32'h0230a400;          
MEM[3] <= 32'h02513480;          
MEM[4] <= 32'h0240c500;          
MEM[5] <= 32'h02415580;          
MEM[6] <= 32'h00520600;          
MEM[7] <= 32'h00209181;          
MEM[8] <= 32'h00208681;          
MEM[9] <= 32'h00f00002;          
MEM[25] <= 32'h00210700;          
end
always @(posedge clk) begin
ID_EX_A <= REG[IF_ID_IR[19:15]];
ID_EX_B <= REG[IF_ID_IR[24:20]];
ID_EX_RD <= REG[IF_ID_IR[11:7]];
ID_EX_IR <= IF_ID_IR;
ID_EX_IMMEDIATE <= {{20{IF_ID_IR[31]}},IF_ID_IR[31:20]};
ID_EX_NPC<=IF_ID_NPC;
end
always@(posedge clk) begin
EX_MEM_IR <=  ID_EX_IR;
case(ID_EX_IR[6:0])
AR_TYPE:begin
    if(ID_EX_IR[31:25]== 7'd1)begin
    case(ID_EX_IR[14:12])
    ADD:EX_MEM_ALUOUT <= ID_EX_A + ID_EX_B;
    SUB:EX_MEM_ALUOUT <= ID_EX_A - ID_EX_B;
    AND:EX_MEM_ALUOUT <= ID_EX_A & ID_EX_B;
    OR :EX_MEM_ALUOUT <= ID_EX_A | ID_EX_B;
    XOR:EX_MEM_ALUOUT <= ID_EX_A ^ ID_EX_B;
    SLT:EX_MEM_ALUOUT <= (ID_EX_A < ID_EX_B) ? 32'd1 : 32'd0;
    endcase
    end
    else begin
        case(ID_EX_IR[14:12])
        ADDI:EX_MEM_ALUOUT <= ID_EX_A + ID_EX_IMMEDIATE;
        SUBI:EX_MEM_ALUOUT <= ID_EX_A - ID_EX_IMMEDIATE;
        ANDI:EX_MEM_ALUOUT <= ID_EX_A & ID_EX_B;
        ORI:EX_MEM_ALUOUT  <= ID_EX_A | ID_EX_B;
        XORI:EX_MEM_ALUOUT <= ID_EX_A ^ ID_EX_B;
        endcase
    end
end
M_TYPE:begin
    case(ID_EX_IR[14:12])
    LW  :EX_MEM_ALUOUT <= ID_EX_A + ID_EX_IMMEDIATE;
    SW  :EX_MEM_ALUOUT <= ID_EX_IR[24:20] + ID_EX_IR[19:15];
    endcase
end
BR_TYPE:begin
    case(ID_EX_IR[14:12])
    BEQ:begin 
    EX_MEM_ALUOUT <= ID_EX_NPC+ID_EX_IMMEDIATE;
    BR_EN <= 1'd1 ? (ID_EX_IR[19:15] == ID_EX_IR[11:7]) : 1'd0;
end
BNE:begin 
    EX_MEM_ALUOUT <= ID_EX_NPC+ID_EX_IMMEDIATE;
    BR_EN <= (ID_EX_IR[19:15] != ID_EX_IR[11:7]) ? 1'd1 : 1'd0;
end
endcase
end
SH_TYPE:begin
case(ID_EX_IR[14:12])
SLL:EX_MEM_ALUOUT <= ID_EX_A << ID_EX_B;
SRL:EX_MEM_ALUOUT <= ID_EX_A >> ID_EX_B;
endcase
end
endcase
end
always@(posedge clk) begin
MEM_WB_IR <= EX_MEM_IR;
case(EX_MEM_IR[6:0])
AR_TYPE:MEM_WB_ALUOUT <=  EX_MEM_ALUOUT;
SH_TYPE:MEM_WB_ALUOUT <=  EX_MEM_ALUOUT;
M_TYPE:begin
case(EX_MEM_IR[14:12])
LW:MEM_WB_LDM <= DM[EX_MEM_ALUOUT];
SW:DM[EX_MEM_ALUOUT]<=REG[EX_MEM_IR[11:7]];
endcase
end
endcase
end
always@(posedge clk) begin
case(MEM_WB_IR[6:0])
AR_TYPE:begin 
WB_OUT<=MEM_WB_ALUOUT;
REG[MEM_WB_IR[11:7]]<=MEM_WB_ALUOUT;
end
SH_TYPE:begin
WB_OUT<=MEM_WB_ALUOUT;
REG[MEM_WB_IR[11:7]]<=MEM_WB_ALUOUT;
end
M_TYPE:begin
case(MEM_WB_IR[14:12])
LW:begin
WB_OUT<=MEM_WB_LDM;
REG[MEM_WB_IR[11:7]]<=MEM_WB_LDM;
end
endcase
end
endcase
end
endmodule
</file>
==> results.toml <==
# synthesis and place-and-route metrics
[global_routing]
busiest_layer = "met2"
antenna_found_initial = 9
first_global_vias = 49357
gr-total-overflow = 0
track_usage = 0.2824
grt_use_met3 = 0.1903
grt_max_degree = 86
grt_util_met2 = 0.3984
grt_pass1_wl_mm = 347.0
grt_use_met1 = 0.3625

[synthesis]
synth_area_per_cell_um2 = 15.09
synthTopCellsByArea = "edfxtp_1, mux4_2, dfxtp_1"
top_area_cell = "edfxtp_1"
synthArstFlopShare = 0.01939
ys_warn_count = 1125
netlist_instances = 4855
synth_chip_area_mm2 = 0.07325
edf_count = 1488
ys_seq_frac = 0.6564
ys_ff = 1650
synth_area_mm2 = 0.07325
synth_cell_types = 105
ys_cells = 4855
yosysTopAreaCellShare = 0.6100
ff_type = "edfxtp_1"

[power_and_ir_drop]
powerDensity_mw_per_mm2 = 111.8
irDropWorstVdd_uv = 100.5
leakage_nw = 29.48
power.total_mw = 9.347

[routing]
wire_per_inst_um = 31.83
ant_nets = 0
dr.pass1.iters = 9
drt_iter0_drc = 4107
vias = 47036
drc = 0
finalWirelength_mm = 240.8
vias_per_cell = 6.218

[worst_setup_path]
path_common_cell = "clkbuf_16"
start_kind = "clock port"
path_cells = "clkbuf_16 > clkbuf_16 > inv_1"
max_stage_delay_ns = 0.17
slowest_stage = "clkbuf_16"
timing_worst_setup_path_type = "clock port to register"
worstPathRequired_ns = 15.77
cp.arrival_ns = 8.04
critical_path.max_fanout = 13
endpoint_kind = "register"
worst-path-buf-inv = 3
crit_family = "buffers and inverters"

[hold_path]
hp-class = "clock port to register"

[floorplan]
rows = 156
die_w_um = 429.9
dieArea_mm2 = 0.1848
die_y_um = 429.9
core_mm2 = 0.1813
initCoreUtil = 0.4040
io_pins = 66

[flow_run]
warnings = 179
max_cap_viol_count = 0

[layout]
instances_no_fill = 7564
area_growth_syn_to_layout_pct = 14.16
design_area_mm2 = 0.08363
fin_util = 0.4612
drive_gt1_frac = 0.1786

[sta]
hold_violations = 48
maxSlewViolCount = 0
rsz0062_at_grt = "no"
worst_pin_slew_ns = 0.9821
setup_violations = 0
worst_slack_ns = 7.724
holdWs_ns = -0.2611
slew_headroom = 0.3413
setup_tns_ns = 0
finClkSkew_ns = 0.07760

[cts]
cts_resized = 0
postCtsSetupBuffers = 0
clk_pin_slew_worst_paths_ns = 0.06
cts_tree = "built"
hold_buffers = 0

[status]
violations = "negative hold slack"
status = "finished, violations left"

[placed_design]
placed_cells = 7150
dpl_cell_area_mm2 = 0.07739
portBuffers = 64
hpwlAfterDp_mm = 153.8
gp_congestion = 1.039
pre_cts_ws_ns = 5.624
-- layout make-up --
| class | instances | area (um^2) |
|---|---|---|
| Fill cell | 15356 | 97700 |
| Sequential cell | 1650 | 48100 |
| Multi-Input combinational cell | 2731 | 23660 |
| Clock buffer | 220 | 4747 |
| Tap cell | 2370 | 2965 |
| Timing Repair Buffer | 265 | 2166 |
| Clock inverter | 192 | 1489 |
| Inverter | 133 | 499.2 |
| Antenna cell | 3 | 7.507 |
-- worst reg2reg max path: cells and delay by family (launching register included) --
family                   cells  cell delay, ns
AND/OR/NAND/NOR              4            0.89
buffers and inverters        3            1.04
adder cells (fa/ha/maj)      1            0.27
AND-OR/OR-AND                5            2.03
flip-flops                   1            0.31
-- state kept, by name, indices dropped and copies added (netlist names) --
| name | cells |
|---|---|
| MEM_WB_IR | 9 |
| ID_EX_IR | 11 |
| ID_EX_B | 32 |
| EX_MEM_IR | 9 |
| IF_ID_IR | 16 |
| ID_EX_IMMEDIATE | 5 |
| EX_MEM_ALUOUT | 32 |
| DM | 1024 |
| ID_EX_NPC | 32 |
| WB_OUT | 32 |
| IF_ID_NPC | 32 |
| MEM_WB_LDM | 32 |
| ID_EX_A | 32 |
| NPC | 32 |
| MEM_WB_ALUOUT | 32 |
| REG | 288 |
-- layout by cell type, fill, tap and decap left out, types with 28 or more instances in the layout --
| cell type | netlist | final |
|---|---|---|
| xnor2_1 | 89 | 87 |
| and2_1 | 40 | 39 |
| dfxtp_1 | 130 | 125 |
| nand2b_1 | 28 | 28 |
| nor4_1 | 33 | 33 |
| buf_4 | 5 | 199 |
| o21ai_0 | 123 | 122 |
| nand4_1 | 67 | 67 |
| a22oi_1 | 218 | 218 |
| a221oi_1 | 86 | 86 |
| nand3_1 | 137 | 137 |
| nor3_1 | 78 | 70 |
| clkbuf_1 | 238 | 33 |
| clkbuf_16 | 0 | 182 |
| edfxtp_1 | 1488 | 1488 |
| nand2_1 | 180 | 179 |
| mux2i_1 | 69 | 69 |
| nor2_1 | 292 | 241 |
| mux2_2 | 47 | 47 |
| dfrtp_1 | 32 | 32 |
| mux4_2 | 288 | 288 |
| a222oi_1 | 61 | 61 |
| a31oi_1 | 29 | 29 |
| a211oi_1 | 56 | 56 |
| a22o_1 | 65 | 65 |
| inv_1 | 131 | 211 |
| a21oi_1 | 193 | 192 |
| nor2_4 | 0 | 39 |
| ha_1 | 120 | 118 |
| clkinv_1 | 1 | 38 |
| clkdlybuf4s50_1 | 0 | 64 |
-- kinds of logic (layout without fill, tap and decap cells) --
| kind of cell | Yosys count | in the layout | share of synthesized area |
|---|---|---|---|
| buffers and inverters | 474 | 810 | 0.02671 |
| AND/OR/NAND/NOR | 990 | 990 | 0.06644 |
| multiplexers | 405 | 405 | 0.1054 |
| adder cells (fa/ha/maj) | 126 | 126 | 0.02214 |
| flip-flops | 1650 | 1650 | 0.6564 |
| XOR/XNOR | 112 | 112 | 0.01339 |
| other | 0 | 3 | 0 |
| AND-OR/OR-AND | 1098 | 1098 | 0.1095 |
-- path summary, 6_finish.rpt --
kind | slack, ns | depth (start not counted) | endpoint | startpoint
worst min-delay path | -0.26 | 3 | IF_ID_NPC[10]$_DFFE_PN_ | RN
worst min register to register | 0.32 | 0 | EX_MEM_IR[7]$_DFF_P_ | ID_EX_IR[7]$_DFF_P_
worst max-delay path | 7.72 | 3 | IF_ID_NPC[24]$_DFFE_PN_ | RN
max in group clk0 | 10.05 | 1 | NPC[2] | NPC[2]$_DFF_PP0_
min in group clk0 | 4.59 | 1 | WB_OUT[1] | WB_OUT[1]$_DFFE_PP_
worst max register to register | 10.49 | 13 | EX_MEM_ALUOUT[0]$_DFFE_PP_ | ID_EX_B[3]$_DFF_P_
max in group asynchronous | 8.23 | 3 | NPC[16]$_DFF_PP0_ | RN
min in group asynchronous | 6.92 | 3 | NPC[1]$_DFF_PP0_ | RN
-- synth_stat cells (11+ instances only) --
cell and instances:
dfrtp_1 32, a21oi_1 193, nor4_1 33, and3_1 24
dfxtp_1 130, edfxtp_1 1488, nand2b_1 28, a221oi_1 86
nand4_1 67, mux2i_1 69, buf_2 32, inv_1 131
and2_1 40, or3_1 19, clkbuf_8 11, a211o_1 13
o211ai_1 26, a22oi_1 218, o2111ai_1 11, a211oi_1 56
o21a_1 15, a22o_1 65, mux4_2 288, o21ai_0 123
ha_1 120, a221o_1 17, o22ai_1 22, o31ai_1 17
mux2_2 47, buf_1 52, o221ai_1 17, o21bai_1 13
nor3_1 78, clkbuf_1 238, xnor2_1 89, xor2_1 23
nand3_1 137, a31oi_1 29, a21o_1 20, nand2_1 180
a222oi_1 61, nor2_1 292, nor2b_1 26
-- report_power, final --
group          total (mW)  internal [mW]  switching [mW]
Clock                4.48           2.54            1.94
Sequential           4.87           4.87               0
Combinational  0.00000734              0               0
-- metal layers --
layer / vias to the layer above / part of all wire
met5: - / 0.00080
met4: 18 / 0.040
met3: 503 / 0.16
met2: 3256 / 0.45
met1: 23259 / 0.35
li1: 20000 / -
